==> design.v <==
`default_nettype none
`timescale 1ns/1ps
module edge_detect (
    input wire              clk,
    input wire              signal,
    output wire             leading_edge_detect
    );
    reg q0, q1, q2;
    assign leading_edge_detect = q1 & (q1 ^ q2);
    always @(posedge clk) begin
        q0 <= signal;
        q1 <= q0;
        q2 <= q1;
    end
endmodule
`default_nettype none
`timescale 1ns/1ps
module frequency_counter #(
    localparam UPDATE_PERIOD = 1200,
    localparam BITS = 12
)(
    input wire              clk,
    input wire              reset,
    input wire              signal,
    input wire [BITS-1:0]   period,
    input wire              period_load,
    output wire [6:0]       segments,
    output wire             digit
    );
    localparam EDGE_COUNTER_WIDTH = $clog2(99);
    localparam STATE_COUNT  = 0;
    localparam STATE_TENS   = 1;
    localparam STATE_UNITS  = 2;
    reg [BITS-1:0] update_period;
    reg [2:0] state = STATE_COUNT;
    reg [BITS-1:0] cycle_count;
    reg [EDGE_COUNTER_WIDTH-1:0] edge_count;
    wire leading_edge_detect;
    reg [3:0] ten_count;
    reg [3:0] unit_count;
    reg load;
    edge_detect edge_detector (.clk, .signal, .leading_edge_detect);
    seven_segment seven_segment_driver (.clk, .reset,
        .load, .ten_count, .unit_count, .segments, .digit);
    always @(posedge clk) begin
        if(reset) begin
            cycle_count <= 0;
            edge_count <= 0;
            ten_count <= 0;
            unit_count <= 0;
            state <= STATE_COUNT;
            load <= 0;
            update_period <= UPDATE_PERIOD;
        end else begin
            case(state)
                STATE_COUNT: begin
                    load <= 0;
                    if (cycle_count < update_period) begin
                        cycle_count <= cycle_count + 1;
                        if (leading_edge_detect)
                            edge_count <= edge_count + 1;
                    end
                    else begin
                        cycle_count <= 0;
                        state <= STATE_TENS;
                        ten_count <= 0;
                        unit_count <= 0;
                    end
                end
                STATE_TENS: begin
                    if (edge_count >= 10) begin
                        edge_count <= edge_count - 10;
                        ten_count <= ten_count + 1;
                    end
                    else begin
                        state <= STATE_UNITS;
                    end
                end
                STATE_UNITS: begin
                    edge_count <= 0;
                    unit_count <= edge_count;
                    load <= 1;
                    state <= STATE_COUNT;
                end
                default:
                    state           <= STATE_COUNT;
            endcase
        end
        if (period_load)
            update_period <= period;
    end
endmodule
`default_nettype none
`timescale 1ns/1ps
module seven_segment (
    input wire          clk,
    input wire          reset,
    input wire          load,
    input wire [3:0]    ten_count,
    input wire [3:0]    unit_count,
    output reg [6:0]    segments,
    output reg          digit
);
    reg [3:0] ten_count_buf;
    reg [3:0] unit_count_buf;
    reg [3:0] selected_count;
    assign selected_count = digit ? ten_count_buf : unit_count_buf;
    always @(*) begin
        case (selected_count)
            7'd0: segments = 7'b0111111;  
            7'd1: segments = 7'b0000110;  
            7'd2: segments = 7'b1011011;  
            7'd3: segments = 7'b1001111;  
            7'd4: segments = 7'b1100110;  
            7'd5: segments = 7'b1101101;  
            7'd6: segments = 7'b1111100;  
            7'd7: segments = 7'b0000111;  
            7'd8: segments = 7'b1111111;  
            7'd9: segments = 7'b1100111;  
            default: segments = 7'b0000000;
        endcase
    end
    always @(posedge clk) begin
        if (reset) begin
            digit <= 1'b0;
            ten_count_buf <= 4'b0;
            unit_count_buf <= 4'b0;
        end
        else if (load) begin
            ten_count_buf <= ten_count;
            unit_count_buf <= unit_count;
        end
        else
            digit <= ~digit;
    end
endmodule
==> run.sh <==
#!/bin/bash
# OpenROAD 26Q1-2900-gdf79404cd8, Yosys 0.63+post, stock flow scripts
make -C /OpenROAD-flow-scripts/flow DESIGN_CONFIG=/design/flow/config.mk WORK_HOME=/design/flow/orfs finish
==> config.mk <==
export PLATFORM = sky130hd
export DESIGN_NAME = frequency_counter
export DESIGN_NICKNAME = frequency_counter
export VERILOG_FILES = /design/flow/design.v
export SDC_FILE = /design/flow/constraint.sdc
export NUM_CORES = 4
export LEC_CHECK = 1
export CORE_UTILIZATION = 40
==> constraint.sdc <==
current_design frequency_counter

set clk_period 2.7
set clk_io_pct 0.2

create_clock -name clk0 -period $clk_period [get_ports {clk}]

set non_clock_inputs [all_inputs -no_clocks]
set_input_delay [expr $clk_period * $clk_io_pct] -clock clk0 $non_clock_inputs
set_output_delay [expr $clk_period * $clk_io_pct] -clock clk0 [all_outputs]
==> job_summary.md <==
### Metrics collected by this job

| Metric | Value |
|---|---|
| Flops after synth | `~54` |
| Post-Syn Area | `roughly 3000 um^2` |
| Max-Cap Viols | `0` |
| ANT cells | `0` |
| Die Wd | `slightly below 90 um` |
| Number of I/O pins | `24` |
| Count of clock tree sinks | `54` |
| Slew @ Worst Pin | `~0.67 ns` |
| Grt met3 use | `under 10%` |
| Post-synthesis async set-or-reset flop share | `0%` |
| Slew Limit Fails | `0` |
| Vias in the first global route | `~2.1k` |
| Gate power share | `between 10% and 20%` |
| Worst setup margin | `around 0.15 ns` |
| Leakage power | `approximately 1.4 nW` |
| Fin util | `48.0%` |
| Setup clock skew after layout | `0.00819 ns` |
| Tool warnings | `34` |
| Pre-Repair DR Iteration Count | `4` |
| GRT Max-Usage Layer | `met1` |
| GRT Total Usage | `16.5%` |
| Tcrit/Tclk final | `~94%` |
| CP endpoint kind | `output port` |
| Status | `complete, no violations` |
| Setup TNS Final | `0 ns` |
| Slew HR | `roughly 55%` |
| Routed Antenna Nets | `0` |
| Critical path type | `reg2out` |
| Antenna violations before repair | `0` |
| Row cnt | `31` |
| # Cells Yosys | `roughly 340` |
| Final setup viols | `0` |
| Total CTS buffers | `5` |
| Finished Cell Area | `roughly 3500 um^2` |
| Top Layout Cells | `nor2_1, dfxtp_1, ha_1` |
| Yosys stat area | `between 3000 and 4000 um^2` |
| Yosys warnings | `4` |
| PD cells | `slightly above 500 nW/um^2` |
| Synthesized area per cell | `between 9 and 10 um^2` |
| Fp_density | `about two fifths` |
| Drt total wl | `5790 um` |
| Vias | `about 2.3k` |
| Seq share, synth | `between 30% and 40%` |
| Latest clock arrival within the worst-skew pair | `roughly 0.3 ns` |
| First-pass GRT wire length | `roughly 10000 um` |
| Pre-CTS setup slack | `slightly above 0.2 ns` |
| Via/cell ratio | `just over 5` |
| Chip area | `slightly below 8000 um^2` |
| WP data arrival | `around 2.0 ns` |
| Die Span Y | `89.2 um` |
| Seq pwr share | `between 50% and 60%` |
| Dominant flop cell | `dfxtp_1` |
| Dpl hpwl | `~4200 um` |
| Layout cells sized above 1 | `8.64%` |
| Peak supply drop | `about 210 uV` |
| GR Util met1 | `between 20% and 30%` |
| Longest Clk Path Bufs | `2` |
| Area Growth Syn to Fin | `15.1%` |
| Tmin final | `roughly 2.6 ns` |
| Switching power | `about 500 uW` |
| Clk root buf | `clkbuf_8` |
| Clock share of power | `between 20 and 30%` |
| Area of placed instances | `3360 um^2` |
| Sw frac | `~28%` |
| Largest net degree at the start of global routing | `17` |
| Crit path required time | `~2.2 ns` |
| CP startpoint kind | `flip-flop` |
| Worst Hold Class | `reg2reg` |
| WL/cell | `roughly 13 um` |
| Maximum clock frequency | `approximately 390 MHz` |
| CTS tree | `yes` |
| Worst hold slack | `about 0.34 ns` |
| H-tree Lvls | `2` |
| Count of unique library cells instantiated by Yosys | `between 50 and 60` |
| Grt met2 use | `24.1%` |
| Clk pin slew, worst setup/hold paths | `about 0.09 ns` |
| Core box area | `between 7000 and 8000 um^2` |
| Mapped Cells | `337` |
| Remaining routing DRC violations | `0` |
| Count of library flops with an enable pin | `12` |
| 1st-iter DRT viols | `about 73` |
| GR Overflow Total | `0` |
| CP max FO | `5` |
| GP Congestion | `~0.84` |
| P_int | `1.28 mW` |
| Final Hold Vio Count | `0` |
| Number of port buffers | `23` |
critical path: stages (launching register included):
cell	delay, ns
dfxtp_4	0.41
mux2i_2	0.23
inv_1	0.08
ha_1	0.20
nor2_1	0.13
o21ai_0	0.08
o21ai_0	0.10
clkdlybuf4s50_1	0.48
stage by stage:
| stage | instances | power (mW) |
|---|---|---|
| after floorplan | 337 | 1.19 |
| after detailed placement | 449 | 1.28 |
| after global routing | 458 | 1.87 |
| after CTS | 457 | 1.79 |
| after global placement | 449 | 1.28 |
| final | 458 | 1.77 |
power by group through the flow:
stage                 registers (mW)  clock network (mW)  logic [mW]
after CTS                      0.941               0.524       0.328
after global routing           0.953               0.548       0.367
final                          0.942               0.499       0.326
Yosys cell counts, drive strengths merged, types with 5 or more instances:
cell    number  share of area, %
o22ai        5               1.0
xor2         8               2.3
nand4        7               1.4
mux2i       13               4.3
a31oi        5               1.0
o31ai        5               1.2
nor2        42               5.7
nand2b       7               1.7
clkbuf       9               1.1
and2         9               1.9
inv         23               2.8
ha          26                11
buf          7               1.4
edfxtp      12                12
nand3       10               1.6
nand2       21               2.6
dfxtp       42                28
xnor2        9               2.6
o21ai       15               2.5
a21oi       23               3.9
flip-flops by register name, summed over array words and instances, names as in the netlist:
register	cells
seven_segment_driver.unit_count_buf	4
edge_detector.q0	1
state	2
edge_count	7
load	1
edge_detector.q1	1
update_period	12
ten_count	4
cycle_count	12
unit_count	4
seven_segment_driver.digit	1
edge_detector.q2	1
seven_segment_driver.ten_count_buf	4
area by class of cell:
class	count	area, um^2
clock buffer	7	97.6
clock inverter	1	7.51
fill	705	3790
inverter	23	86.3
multi-input combinational	244	1690
sequential	54	1200
tap	99	124
timing repair buffer	30	283
kinds of logic (layout without fill, tap and decap cells):
family	after synthesis	after routing	share of synthesized area, %
compound gates	69	69	14.4
xor+xnor	17	17	4.90
fa+ha+maj	26	26	10.7
buf+inv	39	61	5.39
flops	54	54	39.5
mux	14	14	4.65
simple gates	118	118	20.5
timing repair:
item,in CTS,in global routing
setup endpoints to repair,7,7
setup buffers,0,1
gates resized,2,6
hold buffers,0,0
routing by layer:
metal / up-vias / share of wire, %
met5: - / 0
met4: 0 / 0.66
met3: 2 / 2.7
met2: 31 / 42
met1: 1072 / 55
li1: 1225 / -
final timing paths:
check | startpoint | to | slack, ns | cells past startpoint
min reg2reg | edge_detector.q0 | edge_detector.q1 | 0.34 | 0
min | edge_detector.q0 | edge_detector.q1 | 0.34 | 0
max | seven_segment_driver.digit | segments[0] | 0.15 | 7
max reg2reg | update_period[11] | edge_count[1] | 0.49 | 8
Power figures rest on the tool's default switching activity, not on a simulated workload.
